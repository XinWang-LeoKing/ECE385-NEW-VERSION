===== config.mk =====
export PLATFORM = sky130hd
export DESIGN_NAME = chara
export DESIGN_NICKNAME = chara
export VERILOG_FILES = /design/flow/design.v
export SDC_FILE = /design/flow/constraint.sdc
export NUM_CORES = 4
export LEC_CHECK = 1
export CORE_UTILIZATION = 50
export SYNTH_MEMORY_MAX_BITS = 65536

===== constraint.sdc =====
current_design chara

set clk_period 232.0
set clk_io_pct 0.2

create_clock -name clk0 -period $clk_period [get_ports {frame_clk}]

set non_clock_inputs [all_inputs -no_clocks]
set_input_delay [expr $clk_period * $clk_io_pct] -clock clk0 $non_clock_inputs
set_output_delay [expr $clk_period * $clk_io_pct] -clock clk0 [all_outputs]

===== design.v =====
module  chara (input        Clk,                 
                             Reset,               
                             frame_clk,           
					 input press_w, press_a, press_s, press_d, press_k, press_l, press_u, press_j,   
					 input on_ground, on_build,  
					 input [9:0] left_initial, bot_initial, bias,
					 input [1:0] chara_id,
					 input is_ready,
					 input [9:0] opponent_left, opponent_right, opponent_top, opponent_bot,
					 input pl,
					 output logic chara_direction,  
					 output logic moving_left, moving_right, moving_up, moving_down,  
					 output logic [2:0] figure,
					 output logic [9:0] top, bot, left, right, speed_y,
					 output logic [9:0] count_k, count_l, count_s, count_u, count_dragon, count_recall,
					 output logic reset_energy, dragon, DRAGON_hit, SWIFT_hit,
					 output logic recall, deflect, deflect_left, deflect_right,
					 output logic [1:0] blink_charge,
					 output logic swift,
					 output logic test
                );
    parameter [9:0] X_Min = 10'd0;        
    parameter [9:0] X_Max = 10'd639;      
    parameter [9:0] Y_Min = 10'd0;        
    parameter [9:0] Y_Max = 10'd439;      
	logic [9:0] X_Step, index_recall;
	logic COUNTER_START;
	logic press_k_before;
	logic K_START;
	logic [6:0] width, height; 
	logic [9:0] left_in, top_in;  
	logic moving_left_in, moving_right_in, chara_direction_in;
	logic [9:0] speed_y_before;
	logic [9:0] count_y, count_figure;
	logic counter_y_reset, counter_k_reset, counter_l_reset, counter_s_reset, counter_figure_reset, counter_recall_reset, counter_u_reset, counter_dragon_reset;
	logic [2:0] figure_before;
	logic [9:0] left_recall [300];
	logic [9:0] top_recall [300];
	logic [2:0] figure_recall [300];
	logic [1:0] blink_charge_in;
	logic dragon_left_hit, dragon_right_hit, swift_hit;
	assign bot = top + height; assign right = left + width;  
	assign reset_energy = 0;
	enum logic [1:0] {STAND, MOVING_UP, MOVING_DOWN} state_y, next_state_y;
	enum logic [1:0] {WAIT, DEFLECT} state_deflect, next_state_deflect;
	enum logic [1:0] {DRAGON_WAIT, DRAGON_PREPARED, DRAGON_CD} state_dragon , next_state_dragon;
always_ff @ (posedge frame_clk) begin
		moving_left <= moving_left_in;
		moving_right <= moving_right_in;
		chara_direction <= chara_direction_in;
		speed_y_before <= speed_y;
		state_y <= next_state_y;
		figure_before <= figure;
		blink_charge <= blink_charge_in;
		press_k_before <= press_k;
		state_dragon <= next_state_dragon;
		state_deflect <= next_state_deflect;
		COUNTER_START <= 0;
	if (Reset) begin
		left <= left_initial;
		top <= bot_initial - height;
		state_y <= STAND;
		figure_before <= 0;
		COUNTER_START <= 1'b1;
		blink_charge <= 2'b1;
		test <= 0;
		state_dragon <= DRAGON_WAIT;
		state_deflect <= WAIT;
		if (~pl)
			chara_direction <= 1'b1;
		else
			chara_direction <= 0;
	end
	else if (count_l<=74&&chara_id==0) begin
		left <= left_in;
		top <= top_in;
	end
	else if ((right>X_Max-X_Step&&chara_direction)||(left<X_Min+X_Step&&~chara_direction)) begin  
		top <= top_in;
	end
	else begin
		left <= left_in;
		top <= top_in;
	end
	if (count_l>=75) begin
		top_recall[count_recall] <= top_in;
		figure_recall[count_recall] <= figure;
		left_recall[count_recall] <= left;
	end
	if (state_dragon!=DRAGON_WAIT)
		test <= 1'b1;
end
always_comb begin
		width = 7'd39;
		height = 7'd43;
		if (chara_id==0) begin
			width = 7'd39;
			height = 7'd43;
		end if (chara_id==2'b01) begin
			width = 7'd49;
			height = 7'd44;
		end
		if (COUNTER_START) begin
			K_START = 1'b1;
		end
		else begin
			K_START = 0;
		end
		left_in = left;
		chara_direction_in = chara_direction;
		moving_left_in = moving_left;
		moving_right_in = moving_right;
		speed_y = speed_y_before;
		counter_y_reset = 0;
		counter_s_reset = 0;
		next_state_y = state_y;
		moving_down = 0;
		moving_up = 0;
		figure = figure_before;
		counter_figure_reset = 1'b0;
	if (press_a)  
	begin
		left_in = left + (~(X_Step) + 1'b1);
		chara_direction_in = 1'b0;  
		moving_left_in = 1'b1;
	end
	else if (press_d)  
	begin
		left_in = left + X_Step;
		chara_direction_in = 1'b1;  
		moving_right_in = 1'b1;
	end
	if (left_in!=left) begin
		if (count_figure==10'b000) begin
			if (figure==3'b000)
				figure = 3'b001;
			else
				figure = 3'b011;
		end
		else if (count_figure==10'b1000) begin
			if (figure==3'b001)
				figure = 3'b010;
			else
				figure = 3'b000;
		end
		else if (count_figure==10'b1110)
			counter_figure_reset = 1'b1;
	end
	else begin
		counter_figure_reset = 1'b1;
		if (chara_id==0) begin
			if (figure==3'b001)
				figure = 3'b010;
			if (figure==3'b011)
				figure = 3'b000;
		end
		else if (chara_id==2'b01) begin
			figure = 3'b000;
		end
	end
	index_recall = 0;
	unique case (state_y)
		STAND: begin
			if(press_w&&(on_ground||on_build)) begin
				counter_y_reset = 1'b1;
				speed_y = 10'b1111111010;  
				next_state_y = MOVING_UP;
			end
			else if (press_s&&on_build) begin  
				next_state_y = MOVING_DOWN;
				speed_y = 10'b1;
				counter_y_reset = 1'b1;
			end
			else if (~on_ground&&~on_build) begin  
				next_state_y = MOVING_DOWN;
				speed_y = 10'b1;
				counter_y_reset = 1'b1;
			end
			else
				speed_y = 0;
		end
		MOVING_UP: begin
			moving_up = 1;
			figure = 3'b100;
			if (speed_y==0) begin  
				speed_y = 10'b1;  
				next_state_y = MOVING_DOWN;
				counter_y_reset = 1'b1;
			end
			else if (count_y==10'd3) begin  
				speed_y = speed_y_before + 1'b1;
				counter_y_reset = 1'b1;
			end
			else begin
				counter_y_reset = 1'b0;
			end
		end
		MOVING_DOWN: begin
			moving_down = 1;
			figure = 3'b100;
			if (on_ground||(on_build&&~press_s)) begin 
				next_state_y = STAND;
				figure = 0;
				speed_y = 0;
			end
			else if (count_y==10'd3) begin  
				speed_y = speed_y_before + 1'b1;
				counter_y_reset = 1'b1;
			end
			else begin
				counter_y_reset = 1'b0;
			end
		end
		default:;
	endcase
	top_in = top + speed_y + bias;
	counter_k_reset = 0;
	counter_l_reset = 0;
	counter_recall_reset = 0;
	counter_u_reset = 0;
	counter_dragon_reset = 0;
	X_Step = 10'd2;
	blink_charge_in = blink_charge;
	next_state_dragon = state_dragon;
	next_state_deflect = state_deflect;
	dragon = 0;
	DRAGON_hit = 0;
	SWIFT_hit = 0;
	recall = 0;
	deflect = 0;
	deflect_left = 0;
	deflect_right = 0;
	swift = 0;
	unique case (chara_id)
		2'b00: begin  
			if (press_k&&~press_k_before&&blink_charge!=0&&count_s>=10'd6) begin
				counter_s_reset = 1'b1;
				blink_charge_in = blink_charge - 2'b01;
			end
			if (blink_charge==2'b11)  
				counter_k_reset = 1'b1;
			else if (blink_charge!=2'b11&&count_k>=180) begin  
				counter_k_reset = 1'b1;
				blink_charge_in = blink_charge + 2'b01;
			end
			if (count_s==10'd3) begin
				if (~chara_direction&&left_in>=10'd75) begin
					left_in = left - 10'd75;  
				end
				else if (~chara_direction) begin  
					left_in = 0;
				end
				else if (chara_direction&&left_in+width<=10'd564) begin  
					left_in = left + 10'd75;
				end
				else begin  
					left_in = 10'd639 - width;
				end
			end
			if (count_recall>=299)
				counter_recall_reset = 1'b1;
			if (press_l&&count_l>=720) begin  
				counter_l_reset = 1'b1;
			end
			if (count_l>=10'd0&&count_l<=10'd9) begin  
				if (count_recall >= (count_l+1'b1)*2) begin
					index_recall = count_recall-(count_l+1'b1)*2;
				end
				else begin
					index_recall = count_recall-(count_l+1'b1)*2+300;
				end
			end
			if (count_l>=10'd10&&count_l<=10'd19) begin  
				if (count_recall+10 >= (count_l+1'b1)*3) begin
					index_recall = count_recall-(count_l+1'b1)*3+10;
				end
				else begin
					index_recall = count_recall-(count_l+1'b1)*3+310;
				end
			end
			if (count_l>=10'd20&&count_l<=10'd29) begin  
				if (count_recall+30 >= (count_l+1'b1)*4) begin
					index_recall = count_recall-(count_l+1'b1)*4+30;
				end
				else begin
					index_recall = count_recall-(count_l+1'b1)*4+330;
				end
			end
			if (count_l>=10'd30&&count_l<=10'd44) begin  
				if (count_recall+60 >= (count_l+1'b1)*5) begin
					index_recall = count_recall-(count_l+1'b1)*5+60;
				end
				else begin
					index_recall = count_recall-(count_l+1'b1)*5+360;
				end
			end
			if (count_l>=10'd45&&count_l<=10'd54) begin  
				if (count_recall+15 >= (count_l+1'b1)*4) begin
					index_recall = count_recall-(count_l+1'b1)*4+15;
				end
				else begin
					index_recall = count_recall-(count_l+1'b1)*4+315;
				end
			end
			if (count_l>=10'd55&&count_l<=10'd64) begin  
				if (count_recall >= (count_l+1'b1)*3+40) begin
					index_recall = count_recall-(count_l+1'b1)*3-40;
				end
				else begin
					index_recall = count_recall-(count_l+1'b1)*3+260;
				end
			end
			if (count_l>=10'd65&&count_l<=10'd74) begin  
				if (count_recall >= (count_l+1'b1)*2+105) begin
					index_recall = count_recall-(count_l+1'b1)*2-105;
				end
				else begin
					index_recall = count_recall-(count_l+1'b1)*2+195;
				end
			end
			if (count_l<=10'd74) begin
				left_in = left_recall[index_recall];
				top_in = top_recall[index_recall];
				figure = figure_recall[index_recall];
			end
			if (count_l==10'd74) begin
				recall = 1'b1;
			end
		end
		2'b01: begin
			if (press_k&&count_k>=480)begin
				counter_k_reset = 1'b1;
				next_state_deflect = WAIT;
			end
			if (count_k<=10'd29) begin
				swift = 1'b1;
				X_Step = 10'd8;
				if(chara_direction == 1'b0) begin
					chara_direction_in = 1'b0;
					left_in = left + (~X_Step) + 1'b1;
				end
				else if(chara_direction == 1'b1) begin
					chara_direction_in = 1'b1;
					left_in = left + X_Step;
				end
				if (swift_hit) begin
					SWIFT_hit = 1'b1;
				end
			end
			unique case (state_deflect)
				WAIT: begin
					if (press_l&&count_l>=480&&count_k>=10'd30) begin  
						next_state_deflect = DEFLECT;
						counter_l_reset = 1'b1;
					end
				end
				DEFLECT: begin
					deflect = 1'b1;
					if (~chara_direction) begin
						deflect_left = 1'b1;
					end
					else begin
						deflect_right = 1'b1;
					end
					if (~press_l||count_l>=120) begin  
						next_state_deflect = WAIT;
					end
				end
				default:;
			endcase
			unique case (state_dragon)
				DRAGON_WAIT: begin
					if (press_u&&is_ready) begin
						next_state_dragon = DRAGON_PREPARED;
						counter_u_reset = 1'b1;
						dragon = 1'b1;
						K_START = 1'b1;  
					end
				end
				DRAGON_PREPARED: begin
					X_Step = 10'd3;
					dragon = 1'b1;
					if (count_u>=10'd359) begin  
						next_state_dragon = DRAGON_WAIT;
					end
					if (press_j) begin  
						next_state_dragon = DRAGON_CD;
						counter_dragon_reset = 1'b1;
						if ((dragon_left_hit&&~chara_direction)||(dragon_right_hit&&chara_direction)) begin
							DRAGON_hit = 1'b1;
						end
					end
				end
				DRAGON_CD: begin
					X_Step = 10'd3;
					dragon = 1'b1;
					if (count_u>=10'd359) begin  
						next_state_dragon = DRAGON_WAIT;
					end
					if (count_dragon>=48) begin
						next_state_dragon = DRAGON_PREPARED;
					end
				end
				default:;
			endcase
		end
		default:;
	endcase
end
counter counter_y(.reset(counter_y_reset), .frame_clk(frame_clk), .count(count_y), .start(COUNTER_START));
counter counter_k(.reset(counter_k_reset), .frame_clk(frame_clk), .count(count_k), .start(K_START));
counter counter_l(.reset(counter_l_reset), .frame_clk(frame_clk), .count(count_l), .start(COUNTER_START));
counter counter_s(.reset(counter_s_reset), .frame_clk(frame_clk), .count(count_s), .start(COUNTER_START));
counter counter_u(.reset(counter_u_reset), .frame_clk(frame_clk), .count(count_u), .start(COUNTER_START));
counter counter_dragon(.reset(counter_dragon_reset), .frame_clk(frame_clk), .count(count_dragon), .start(COUNTER_START));
counter counter_figure(.reset(counter_figure_reset), .frame_clk(frame_clk), .count(count_figure), .start(0));
counter counter_recall(.reset(counter_recall_reset), .frame_clk(frame_clk), .count(count_recall), .start(0));
is_hit dragon_left_hit_instance(.left(left-10'd40), .right(right), .bot(bot), .top(top-10'd20), .chara_left(opponent_left+10'd8), .chara_right(opponent_right-10'd8), .chara_top(opponent_top-10'd4), .chara_bot(opponent_bot+10'd4), .is_hit(dragon_left_hit));
is_hit dragon_right_hit_instance(.left(left), .right(right+10'd40), .bot(bot), .top(top-10'd20), .chara_left(opponent_left+10'd8), .chara_right(opponent_right-10'd8), .chara_top(opponent_top-10'd4), .chara_bot(opponent_bot+10'd4), .is_hit(dragon_right_hit));
is_hit swift_hit_instance(.left(left), .right(right), .bot(bot), .top(top), .chara_left(opponent_left+10'd8), .chara_right(opponent_right-10'd8), .chara_top(opponent_top-10'd4), .chara_bot(opponent_bot+10'd4), .is_hit(swift_hit));
endmodule	
module counter(input frame_clk, reset, start,
					output logic [9:0] count
					);
	logic [9:0] count_in;
	assign count = count_in;
always_ff @ (posedge frame_clk) begin
	if(reset)
		count_in <= 0;
	else if (start)
		count_in <= 10'd1023;
	else if(count_in <= 10'd1022)
		count_in <= count_in + 10'b1;
end
endmodule
module  is_hit   ( input [9:0]   left, right, top, bot,
						 input [9:0]   chara_left, chara_right, chara_top, chara_bot,
						 output logic  is_hit              
						);
	 always_comb 
	 begin
			if ((top<=chara_top&&bot>=chara_top||top<=chara_bot&&bot>=chara_bot||top>=chara_top&&bot<=chara_bot)
				&& (left<=chara_left&&right>=chara_left||left<=chara_right&&right>=chara_right||left>=chara_left&&right<=chara_right))
				is_hit = 1'b1;  
			else
				is_hit = 1'b0;
	 end
endmodule	

===== run.sh =====
#!/bin/bash
# OpenROAD 26Q1-2900-gdf79404cd8, Yosys 0.63+post, stock flow scripts
make -C /OpenROAD-flow-scripts/flow DESIGN_CONFIG=/design/flow/config.mk WORK_HOME=/design/flow/orfs finish

==> deck_impl_summary.md <==
Run Summary

Timing
  – Worst-case headroom to the max-slew limit: 0.273
  – Post-layout period usage: 0.424
  – Summed negative setup slack over all endpoints: 0 ps
  – Clock skew: 52.4 ps
  – Worst setup slack after layout: 133640 ps
  – Setup repair after global routing missed its margin: no
  – Pins over their slew limit: 0
  – Number of failing setup endpoints in the final timing report: 0
  – Worst Tran Pin Value: 1090 ps
  – Final critical path time including I/O delays and setup: 98360 ps
  – Max Clk Rate: 10.2 MHz
  – Final Hold Viols: 0

Hold path
  – Number of cells on the worst hold path: 2
  – Min-Delay Path Class: register to register

Setup path
  – Worst reg2reg path depth: 35
  – Critical Path Source Type: input pin
  – Critical path class: input pin to output port
  – Kind of end point of the critical path: output port
  – Largest fanout of any net on the critical path: 18
  – WP data required: 185600 ps
  – Arrival time worst endpoint: 51960 ps

GRT
  – Global-route congestion overflow total: 0
  – First-pass GRT wire length: 1200000 um
  – Via count of the first global-routing pass: 162k
  – Largest net degree at the start of global routing: 114
  – Antenna violations before repair: 49
  – Aggregate global-route resource usage: 0.336

Floorplan
  – Area of the die: 0.575 sq mm
  – Die span in y: 759 um
  – Horizontal die dimension: 759 um
  – FP Util: 0.503
  – Core region area: 0.569 sq mm
  – I/O Pins: 217
  – Std cell rows: 277

Clock tree
  – Inserted Clock Buffers: 714
  – Clk sink count: 7026
  – Bufs on Longest Clock Path: 4
  – Setup Fix Bufs, Post-CTS: 0
  – Hold-fix buffer count after cts: 0
  – TritonCTS clock tree: built
  – Latest clock arrival within the worst-skew pair: 1150 ps
  – CTS Root Buffer Type: clkbuf_16
  – Cells resized by post-CTS repair: 0
  – Number of H-tree levels: 6
  – Clock Pin Slew Worst Setup and Hold Paths: 60 ps

Detailed routing
  – Initial drt markers: 10.3k
  – Post-detailed-route count of antenna-violating nets: 0
  – DR vias: 152k
  – Vias/cell: 6.23
  – Top sig layer: met5
  – Routed WL per cell: 35.0 um
  – Number of iterations in the first detailed-routing pass: 6
  – Routed length on met2: 382000 um
  – DR DRC count: 0
  – Total met3 wirelength after detailed routing: 171000 um
  – Final wirelength: 851000 um
  – Wl on met1: 259000 um

Synthesis
  – Count of library flops with an enable pin: 6911
  – Mean instance size in the synthesized netlist: 18.9 sq um
  – Post-synth seq share: 0.733
  – Count of instantiated cells in the yosys netlist: 15.1k
  – Top cell type's share of synthesized area: 0.725
  – FF+latch count, synth: 7026
  – Async set or reset register ratio after synthesis: 0
  – Number of warning messages in the yosys log: 5
  – Post-synth area from yosys stat: 0.286 sq mm
  – Cell types occupying the most area after synthesis: edfxtp_1 73%, mux4_2 14%, nand2_1 2.1%
  – Dominant register cell in the synthesized netlist: edfxtp_1
  – Total standard cell area after synthesis: 0.286 sq mm
  – Cell accounting for the most synthesized area: edfxtp_1
  – Library cells used by synthesis: 107
  – Syn Inst Count: 15.1k

Flow run
  – Max Cap Viol: 0
  – Stage-log warning count: 93

Placed design
  – HPWL after DPL: 522000 um
  – Dpl ws: 133610 ps
  – Final RePlAce weighted congestion: 0.926
  – Input/output buffers: 212

Final layout
  – Most numerous logic cells after layout: 6911 x edfxtp_1, 1725 x mux4_2, 1592 x nand2_1
  – Area growth, synth to finish: 13.3%
  – Most frequent logic cell in the layout: edfxtp_1
  – Filler cell count: 41.9k
  – Ratio of cells with drive above 1 in the final layout: 0.242

Power and ir drop
  – Pleak: 105 nW
  – Highest ir drop seen on vdd: 0.0259 mV
  – Power density over the cells: 12.6 mW/mm^2

Run status
  – Outcome: finished clean
[metal layers]
metal	track usage	vias up
li1	-	63700
met1	0.420	76200
met2	0.454	10100
met3	0.287	1494
met4	0.105	92
met5	0.0422	-
[report_power, final]
part / switching (mW) / internal, mW / leakage, nW
combinational: 0.896 / 0.302 / 30.9
sequential: 0.0139 / 1.79 / 63.2
clock: 0.481 / 0.612 / 10.7
total: 1.39 / 2.71 / 105
[metrics by stage]
stage | hold slack [ps] | utilization | std cells | cell area [sq um] | power (mW)
after floorplan | 430 | - | 15100 | 286000 | 2.59
after global placement | 461 | 0.531 | 23000 | 302000 | 3.00
after detailed placement | 468 | 0.531 | 23000 | 302000 | 3.02
after CTS | 476 | 0.569 | 24300 | 324000 | 4.10
after global routing | 507 | 0.569 | 24300 | 324000 | 4.26
final | 478 | 0.569 | 24300 | 324000 | 4.10
[synth_stat cells (115+ instances only)]
cell	n
edfxtp_1	6911
mux4_2	1725
nand2_1	1593
nand3_1	550
nor2_1	536
buf_2	392
a21oi_1	341
ha_1	315
a311oi_1	199
buf_4	194
xnor2_1	186
clkbuf_1	183
o21ai_0	160
inv_1	158
mux2i_1	143
and3_1	135
dfxtp_1	115
[sequential cells by signal (all words and copies together), names as in the netlist]
name and flops:
press_k_before 1, test 1, figure_before 3, state_deflect 2, counter_k.count_in 10, top 10
speed_y_before 10, figure_recall 900, counter_u.count_in 10, counter_y.count_in 10, counter_figure.count_in 10, state_dragon 2
left_recall 3000, state_y 3, blink_charge 2, counter_s.count_in 10, top_recall 3000, COUNTER_START 1
counter_dragon.count_in 10, counter_l.count_in 10, chara_direction 1, left 10, counter_recall.count_in 10
[worst paths after layout]
kind | startpoint | to | slack [ps]
hold reg to reg | test$_SDFFE_PP1P_ | test$_SDFFE_PP1P_ | 480
hold / removal | test$_SDFFE_PP1P_ | test$_SDFFE_PP1P_ | 480
setup / recovery | chara_id[1] | DRAGON_hit | 133640
setup reg to reg | counter_l.count_in[1]$_SDFFE_PP0P_ | top_recall[80][5]$_DFFE_PP_ | 217070
[critical path, cell delays in order]
cell             delay (ps)
clkdlybuf4s50_1         460
buf_4                   200
nand2b_1                150
buf_4                   330
ha_1                    330
nor2b_1                 140
o21ai_0                 270
o21ai_0                 190
nor2b_1                 170
xnor2_1                 280
inv_1                   230
nand3b_1                150
xnor2_1                 160
ha_1                    280
nand4_1                 120
nor2_1                   70
a21oi_1                 140
o211ai_1                120
nand3_1                 100
o21ai_0                  70
nand2_1                  60
o21ai_0                  70
o211ai_1                180
nand3_1                 110
a211oi_1                580
clkdlybuf4s50_1         580
[logic make-up after synthesis]
group	Yosys count	synth area share
adder cells (fa/ha/maj)	344	0.0156
AND/OR/NAND/NOR	3218	0.0499
other	2	0.0000262
AND-OR/OR-AND	1349	0.0327
multiplexers	1874	0.141
XOR/XNOR	290	0.00911
flip-flops	7026	0.733
buffers and inverters	1026	0.0186
[cell type report]
class	count	area, sq um	share of cell area
Sequential cell	7026	210000	0.647
Multi-Input combinational cell	7078	72500	0.224
Clock buffer	909	18900	0.0582
Timing Repair Buffer	1180	9700	0.0299
Tap cell	7533	9430	0.0291
Clock inverter	365	3050	0.00940
Inverter	170	648	0.00200
Antenna cell	47	118	0.000363
Power figures rest on the tool's default switching activity, not on a simulated workload.
