[flow/design.v]
module  ball ( input         Clk,                 
                             Reset,               
                             frame_clk,           
               input [9:0]   DrawX, DrawY,        
					input [7:0]   keycode,
               output logic  is_ball              
              );
    parameter [9:0] Ball_X_Center = 10'd320;   
    parameter [9:0] Ball_Y_Center = 10'd240;   
    parameter [9:0] Ball_X_Min = 10'd0;        
    parameter [9:0] Ball_X_Max = 10'd639;      
    parameter [9:0] Ball_Y_Min = 10'd0;        
    parameter [9:0] Ball_Y_Max = 10'd479;      
    parameter [9:0] Ball_X_Step = 10'd1;       
    parameter [9:0] Ball_Y_Step = 10'd1;       
    parameter [9:0] Ball_Size = 10'd4;         
    logic [9:0] Ball_X_Pos, Ball_X_Motion, Ball_Y_Pos, Ball_Y_Motion;
    logic [9:0] Ball_X_Pos_in, Ball_X_Motion_in, Ball_Y_Pos_in, Ball_Y_Motion_in;
    logic frame_clk_delayed, frame_clk_rising_edge;
    always_ff @ (posedge Clk) begin
        frame_clk_delayed <= frame_clk;
        frame_clk_rising_edge <= (frame_clk == 1'b1) && (frame_clk_delayed == 1'b0);
    end
    always_ff @ (posedge Clk)
    begin
        if (Reset)
        begin
            Ball_X_Pos <= Ball_X_Center;
            Ball_Y_Pos <= Ball_Y_Center;
            Ball_X_Motion <= 10'd0;
            Ball_Y_Motion <= Ball_Y_Step;
        end
        else
        begin
            Ball_X_Pos <= Ball_X_Pos_in;
            Ball_Y_Pos <= Ball_Y_Pos_in;
            Ball_X_Motion <= Ball_X_Motion_in;
            Ball_Y_Motion <= Ball_Y_Motion_in;
        end
    end
    always_comb
    begin
        Ball_X_Pos_in = Ball_X_Pos;
        Ball_Y_Pos_in = Ball_Y_Pos;
        Ball_X_Motion_in = Ball_X_Motion;
        Ball_Y_Motion_in = Ball_Y_Motion;
		  if( Ball_Y_Pos + Ball_Size >= Ball_Y_Max )   
                Ball_Y_Motion_in = (~(Ball_Y_Step) + 1'b1);   
            else if ( Ball_Y_Pos <= Ball_Y_Min + Ball_Size )   
                Ball_Y_Motion_in = Ball_Y_Step;
				if (Ball_X_Pos + Ball_Size >= Ball_X_Max)  
					 Ball_X_Motion_in = (~(Ball_X_Step) + 1'b1);
				else if ( Ball_X_Pos <= Ball_X_Min + Ball_Size )   
                Ball_X_Motion_in = Ball_X_Step;
        if (frame_clk_rising_edge)
        begin
				if (keycode==8'h1a) 
					begin
					 Ball_Y_Motion_in = (~(Ball_Y_Step) + 1'b1);
					 Ball_X_Motion_in=10'h000;
					end
				else if (keycode==8'h16)  
				begin
					 Ball_Y_Motion_in = Ball_Y_Step;
					 Ball_X_Motion_in=10'h000;
					 end
					 else if (keycode==8'h04)  
					 begin
					 Ball_X_Motion_in = (~(Ball_X_Step) + 1'b1);
					 Ball_Y_Motion_in=10'h000;
					 end
				else if (keycode==8'h07)  
				begin
					 Ball_X_Motion_in = Ball_X_Step;
					 Ball_Y_Motion_in=10'h000;
				end
            Ball_X_Pos_in = Ball_X_Pos + Ball_X_Motion;
            Ball_Y_Pos_in = Ball_Y_Pos + Ball_Y_Motion;
        end
    end
    int DistX, DistY, Size;
    assign DistX = DrawX - Ball_X_Pos;
    assign DistY = DrawY - Ball_Y_Pos;
    assign Size = Ball_Size;
    always_comb begin
        if ( ( DistX*DistX + DistY*DistY) <= (Size*Size) ) 
            is_ball = 1'b1;
        else
            is_ball = 1'b0;
    end
endmodule
[flow/run.sh]
#!/bin/bash
# OpenROAD 26Q1-2900-gdf79404cd8, Yosys 0.63+post, stock flow scripts
make -C /OpenROAD-flow-scripts/flow DESIGN_CONFIG=/design/flow/config.mk WORK_HOME=/design/flow/orfs finish
[flow/config.mk]
export PLATFORM = sky130hd
export DESIGN_NAME = ball
export DESIGN_NICKNAME = ball
export VERILOG_FILES = /design/flow/design.v
export SDC_FILE = /design/flow/constraint.sdc
export NUM_CORES = 4
export LEC_CHECK = 1
export CORE_UTILIZATION = 50
[flow/constraint.sdc]
current_design ball

set clk_period 16.6
set clk_io_pct 0.2

create_clock -name clk0 -period $clk_period [get_ports {Clk}]

set non_clock_inputs [all_inputs -no_clocks]
set_input_delay [expr $clk_period * $clk_io_pct] -clock clk0 $non_clock_inputs
set_output_delay [expr $clk_period * $clk_io_pct] -clock clk0 [all_outputs]
==> summary.rpt <==
PHYSICAL IMPLEMENTATION REPORT
----------------------------------------------------
[Run status]
  Result of the run ........................ completed

[Floorplanning]
  Die Height ........................ 157 um
  Total I/O pin count ........................ 32
  Core utilization before placement ........................ about half
  Die Span X ........................ roughly 160 um
  Placeable core area ........................ 23,500 um2
  Overall die area ........................ 24,600 um2
  Standard-cell row count ........................ 56

[Critical path]
  Launching element type of the critical path ........................ input pin
  Arr. time, crit path ........................ 12.61 ns
  Required time of the critical path ........................ 13.28 ns
  Critical Setup Path Class ........................ input pin to output port
  CP dominant cell by count ........................ fa_1
  Type of destination of the critical path ........................ output port
  Largest fanout on the critical path ........................ 10
  Slowest cell delay on critical path ........................ 0.61 ns
  Slowest-stage cell, CP ........................ fa_1

[STA]
  Peak Freq ........................ 0.0628 GHz
  Min Clock Period, post-route ........................ 15.93 ns
  Slew Limit Fails ........................ 0
  Worst Skew ........................ around 0.0042 ns
  Final hold viol count ........................ 0
  Worst Max-Slew Pin Slew ........................ ~0.82 ns
  Setup repair after global routing missed its margin ........................ no
  Worst hold slack ........................ 0.382 ns
  Headroom to the max-slew limit ........................ 45.0%
  Sum of negative setup slack ........................ 0 ns
  Part of the cycle the worst path needs ........................ 96.0%
  Final setup vio count ........................ 0

[Place]
  Placer Congestion ........................ approximately 0.92
  Port buffer count ........................ 31
  Placed wire-length estimate after detailed placement ........................ 22,500 um
  Placed instance area ........................ between 10,000 and 15,000 um2

[Clock tree]
  TritonCTS clock tree ........................ yes
  H-Tree Level Count ........................ 2
  Skew-Pair Late Insertion Delay ........................ between 0.2 and 0.3 ns
  CTS-repair resized insts ........................ 0
  Clock transition time at the flip-flop clock pins of the worst setup and hold paths ........................ 0.07 ns
  Post-CTS Hold Fix Bufs ........................ 0
  Clock buffer depth ........................ 2
  TritonCTS Buffers ........................ 5
  Clk Tree Root Cell ........................ clkbuf_16
  Postcts setup bufs ........................ 0
  TritonCTS Sinks ........................ 42

[Cells and area]
  Area of all placed cells without fillers ........................ approximately 13,000 um2
  Fraction of final layout cells with drive strength greater than 1 ........................ ~3.8%
  Syn-to-layout area delta ........................ 7.58%

[Routing]
  Post-detailed-routing wire length ........................ 25,300 um
  Count of vias placed by the detailed router ........................ 8,567
  Via/cell ratio ........................ a little over 5
  Drc violations ........................ 0
  # diodes ........................ 0
  Starting DRC count in detailed routing ........................ 347
  Detail Route Antenna Nets ........................ 0
  First drt pass iteration count ........................ 5
  Routed len/inst ........................ 14.9 um

[Job]
  Max-cap violations ........................ 0
  Tool warnings ........................ 32

[Global routing]
  Vias in the first global route ........................ 8,608
  GR Overflow Total ........................ 0
  First-pass GRT wire length ........................ 42,800 um
  Aggregate global-route resource usage ........................ 24.0%
  Maximum number of pins on one net before global-route repair ........................ roughly 47
  Antenna violations before repair ........................ 0

[Synth]
  Number of instances in the synthesized netlist ........................ ~1,300
  Flops out of synthesis ........................ 42
  Post-Syn Area ........................ between 10,000 and 15,000 um2
  Post-synthesis cell type count ........................ about 70
  Average cell area after synthesis ........................ 8.88 um2
  Commonest flop ........................ dfxtp_1
  Fraction of registers with async set or reset after synthesis ........................ 0%
  Yosys synthesis chip area ........................ roughly 12,000 um2
  Count of synthesis-stage warnings from yosys ........................ 1
  Share of the yosys chip area belonging to registers ........................ between 7 and 8%
  Count of library flops with an enable pin ........................ 0
  Yosys cell count ........................ 1,348

[Min path]
  Worst Hold Class ........................ flip-flop to flip-flop

----------------------------------------------------
## cell usage after synthesis (12+ instances only)
cell	count	share of area (%)
a21o_1	23	1.4
a21oi_1	62	2.6
clkbuf_1	14	0.44
dfxtp_1	42	7.0
fa_1	246	41
ha_1	126	13
inv_1	340	11
mux2i_1	12	1.0
nand2_1	103	3.2
nand2b_1	13	0.68
nand3_1	12	0.50
nor2_1	137	4.3
o21ai_0	22	0.92
xnor2_1	38	2.8
xor2_1	13	0.95
## worst max-delay path, delay by kind of cell
family / cells / cell delay, ns
AND-OR/OR-AND: 10 / 1.92
adder cells (fa/ha/maj): 10 / 4.72
buffers and inverters: 8 / 1.65
AND/OR/NAND/NOR: 5 / 1.01
## flip-flops by register name, summed over array words and instances (netlist names)
name / cells
Ball_X_Motion: 10
Ball_X_Pos: 10
Ball_Y_Motion: 10
Ball_Y_Pos: 10
frame_clk_delayed: 1
frame_clk_rising_edge: 1
## final timing paths
| path | start | endpoint | slack (ns) | cells past startpoint |
|---|---|---|---|---|
| max | DrawY[0] | is_ball | 0.67 | 33 |
| max reg2reg | Ball_X_Pos[1]$_SDFFE_PP0P_ | Ball_X_Pos[9]$_SDFFE_PP0P_ | 14.06 | 9 |
| min reg2reg | frame_clk_delayed$_DFF_P_ | frame_clk_rising_edge$_DFF_P_ | 0.38 | 1 |
| min | frame_clk_delayed$_DFF_P_ | frame_clk_rising_edge$_DFF_P_ | 0.38 | 1 |
## layer usage
metal	GRT usage [%]	vias to the layer above	share of wire (%)	wire length (um)
li1	-	4209	-	-
met1	36.9	4172	44	11200
met4	2.43	2	1.1	286
met2	37.6	164	49	12300
met3	6.06	20	5.9	1490
met5	1.66	-	0.19	49
## cells by family (layout without fill, tap and decap cells)
family                     count (synthesis)  count (layout)  synth area share [%]
AOI/OAI and AO/OA                        170             170                  9.36
xor gates and xnor gates                  53              53                  4.19
adders and majority gates                372             372                  54.3
buffers and inverters                    366             403                  11.5
DFF                                       42              42                  7.03
muxes                                     13              13                  1.10
and+or+nand+nor                          332             332                  12.5
## metrics by stage
stage	worst slack [ns]	std cells	util, %
finish	0.670	1704	54.8
global route	0.0752	1704	54.8
CTS	0.640	1704	54.8
detailed placement	0.643	1696	54.2
global placement	0.777	1696	54.2
floorplan	2.36	1348	-
## cells in the final DEF, fill, tap and decap left out, types with 7 or more instances in the layout
master           netlist  final
nand2b_1              13     13
mux2i_1               12     12
buf_4                  1     17
a21oi_1               62     62
clkdlybuf4s50_1        0     31
a21o_1                23     23
nor3_1                 7      7
or2_2                 10     10
ha_1                 126    126
nor2_1               137    137
nor2b_1               10     10
nand2_1              103    103
xor2_1                13     13
a211oi_1               7      7
o21ai_0               22     22
xnor2_1               38     38
dfxtp_1               42     42
nand3_1               12     12
inv_1                340    340
fa_1                 246    246
## cell type report
| class | instances | area [um2] |
|---|---|---|
| timing repair buffer | 48 | 438 |
| tap | 319 | 399 |
| multi-input combinational | 940 | 9740 |
| sequential | 42 | 841 |
| fill | 2181 | 10600 |
| clock buffer | 5 | 125 |
| clock inverter | 3 | 23.8 |
| inverter | 347 | 1300 |
