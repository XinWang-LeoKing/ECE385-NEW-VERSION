===== design/flow/constraint.sdc =====
current_design pulse_bomb

set clk_period 12.5
set clk_io_pct 0.2

create_clock -name clk0 -period $clk_period [get_ports {frame_clk}]

set non_clock_inputs [all_inputs -no_clocks]
set_input_delay [expr $clk_period * $clk_io_pct] -clock clk0 $non_clock_inputs
set_output_delay [expr $clk_period * $clk_io_pct] -clock clk0 [all_outputs]

===== design/flow/design.v =====
module counter(input frame_clk, reset, start,
					output logic [9:0] count
					);
	logic [9:0] count_in;
	assign count = count_in;
always_ff @ (posedge frame_clk) begin
	if(reset)
		count_in <= 0;
	else if (start)
		count_in <= 10'd1023;
	else if(count_in <= 10'd1022)
		count_in <= count_in + 10'b1;
end
endmodule
module  is_hit   ( input [9:0]   left, right, top, bot,
						 input [9:0]   chara_left, chara_right, chara_top, chara_bot,
						 output logic  is_hit              
						);
	 always_comb 
	 begin
			if ((top<=chara_top&&bot>=chara_top||top<=chara_bot&&bot>=chara_bot||top>=chara_top&&bot<=chara_bot)
				&& (left<=chara_left&&right>=chara_left||left<=chara_right&&right>=chara_right||left>=chara_left&&right<=chara_right))
				is_hit = 1'b1;  
			else
				is_hit = 1'b0;
	 end
endmodule	
module  pulse_bomb (input Reset,               
                          frame_clk,           
					 input on_ground, on_build,  
					 input [1:0] chara_id,
					 input full_energy, press_u, chara_direction,
					 input [9:0] chara_left, chara_right, chara_top, DrawX, DrawY, bias,
					 input [9:0] opponent_left, opponent_right, opponent_top, opponent_bot,
					 input deflect_left, deflect_right,
					 output logic [23:0] bomb_color, 
					 output logic [9:0] left, right, top, bot,
					 output logic [9:0] speed_y, count_boom,
					 output logic BOMB_hit, BOOM_hit
                );
	enum logic [2:0] {HIDDEN, MOVE, ON_GROUND, HIT, BOOM} state, next_state;
	logic [9:0] opponent_left_before, opponent_top_before, X_Step, X_Step_before, left_in, top_in;
	logic counter_boom_reset, bomb_hit, boom_hit;
	assign right = left + 10'd6;
	assign bot = top + 10'd6;
	assign hit = 0;  
always_ff @ (posedge frame_clk) begin
	state <= next_state;
	opponent_left_before <= opponent_left;
	opponent_top_before <= opponent_top;
	left <= left_in;
	top <= top_in;
	X_Step_before <= X_Step;
	if (Reset) begin
		state <= HIDDEN;
	end
end
always_comb begin
	left_in = left;
	top_in = top;
	counter_boom_reset = 0;
	speed_y = 10'd6;
	X_Step = X_Step_before;
	next_state = state;
	BOOM_hit = 0;
	BOMB_hit = 0;
	unique case (state)
		HIDDEN: begin
			if (chara_id==0&&press_u&&full_energy) begin
				next_state = MOVE;
				top_in = chara_top + 10'd10;
				if (~chara_direction) begin
					left_in = chara_left - 10'd7;  
					X_Step = 10'b1111111010;  
				end
				else begin
					left_in = chara_right + 10'd1;
					X_Step = 10'd6;
				end
			end
		end
		MOVE: begin
			left_in = left + X_Step;
			top_in = top + speed_y + bias;
			if (on_ground||on_build) begin  
				next_state = ON_GROUND;
				counter_boom_reset = 1'b1;
			end
			if (bomb_hit) begin  
				if (X_Step==10'd6&&deflect_left) begin
					X_Step = 10'b1111110100;
				end
				else if (X_Step==10'b1111111010&&deflect_right) begin
					X_Step = 10'd12;
				end
				else begin
					next_state = HIT;
					counter_boom_reset = 1'b1;
				end
			end
		end
		ON_GROUND: begin
			if (bomb_hit) begin
				next_state = HIT;
			end
			if (count_boom==10'd60) begin
				next_state = BOOM;
			end
		end
		HIT: begin
			if (count_boom==10'd60) begin
				next_state = BOOM;
			end
			left_in = left + opponent_left - opponent_left_before;
			top_in = top + opponent_top - opponent_top_before;
		end
		BOOM: begin
			next_state = HIDDEN;
			if (bomb_hit) begin
				BOMB_hit = 1'b1;
			end
			else if (boom_hit)begin
				BOOM_hit = 1'b1;
			end
		end
		default:;
	endcase
	if (DrawX<=left_in+6&&DrawX>=left_in&&DrawY<=top_in+6&&DrawY+1>=top_in&&state!=HIDDEN) begin
		if (DrawX==left_in+2&&DrawY==top_in+1||DrawX==left_in+4&&DrawY==top_in+1) begin
			bomb_color = 24'h000000;  
		end
		else if(DrawY+1==top_in&&(DrawX==left_in+1||DrawX==left_in+5)) begin
			bomb_color = 24'hffffff;  
		end
		else if (DrawY==top_in+6&&DrawX>=left_in+2&&DrawX<=left_in+4) begin
			bomb_color = 24'hffa500;  
		end
		else if ((DrawX==left_in||DrawX==left_in+6)&&(DrawY==top_in+4)) begin
			bomb_color = 24'hffa500;  
		end
		else if ((DrawX==left_in||DrawX==left_in+6)&&(DrawY==top_in+2||DrawY==top_in+3)) begin
			bomb_color = 24'hffffff;  
		end
		else if (DrawY+1==top_in||DrawY==top_in+6||DrawX==left_in||DrawX==left_in+6) begin
			bomb_color = 24'h0f0f0f;  
		end
		else if ((DrawY==top_in+3&&(DrawX==left_in+2||DrawX==left_in+4))||(DrawY<=top_in+2)) begin
			bomb_color = 24'hffffff;  
		end
		else begin
			bomb_color = 24'hffa500;
		end
	end else begin
		bomb_color = 24'h0f0f0f;
	end
end
counter counter_boom(.reset(counter_boom_reset), .frame_clk(frame_clk), .count(count_boom), .start(0));
is_hit bomb_hit_instance(.left(left), .right(right), .bot(bot), .top(top), .chara_left(opponent_left+10'd8), .chara_right(opponent_right-10'd8), .chara_top(opponent_top-10'd4), .chara_bot(opponent_bot+10'd4), .is_hit(bomb_hit));
is_hit boom_hit_instance(.left(left-10'd50), .right(right+10'd50), .bot(bot+10'd50), .top(top-10'd50), .chara_left(opponent_left+10'd8), .chara_right(opponent_right-10'd8), .chara_top(opponent_top-10'd4), .chara_bot(opponent_bot+10'd4), .is_hit(boom_hit));
endmodule	

===== design/flow/config.mk =====
export PLATFORM = sky130hd
export DESIGN_NAME = pulse_bomb
export DESIGN_NICKNAME = pulse_bomb
export VERILOG_FILES = /design/flow/design.v
export SDC_FILE = /design/flow/constraint.sdc
export NUM_CORES = 4
export LEC_CHECK = 1
export CORE_UTILIZATION = 30

===== design/flow/run.sh =====
#!/bin/bash
# OpenROAD 26Q1-2900-gdf79404cd8, Yosys 0.63+post, stock flow scripts
make -C /OpenROAD-flow-scripts/flow DESIGN_CONFIG=/design/flow/config.mk WORK_HOME=/design/flow/orfs finish

==> results.toml <==
# synthesis and place-and-route metrics
[run_status]
run_status = "finished clean"

[power]
power_frac_comb_pct = 85.7
power_density_normalized_to_cell_area_nw_per_um2 = 276.2
p_sw_uw = 2415
power_switching_share_pct = 54.25
vdd_drop_max_uv = 102.6
clock_power_share_pct = 5.6
power.leakage_uw = 0.006979
power.internal_uw = 2037
power.sequential.fraction_pct = 8.7

[clock_network]
cts_inserted_buffers = 9
path_clk_slew_ns = 0.06
root_buffer = "sky130_fd_sc_hd__clkbuf_16"
clock_tree_from_tritoncts = "built"
insertion_delay_ns = 0.36
post_cts.repair.setup_buffers = 0
cts-hold-fix-buffers = 0
ctsLongestPathBuffers = 2
ctsResizeCount = 0
clock-sinks = 57
ctsHtreeMaxLevel = 3

[synth]
synth-edff-count = 4
synthesis.area_um2 = 13500
yosys-stat-cells = 1692
synth-seq-cells = 57
synth.distinct_cells = 103
yosysChipArea_um2 = 13500
syn-mean-instance-area_um2 = 7.980
main_flop_type = "sky130_fd_sc_hd__dfxtp_1"
async_flop_share_pct = 0
synthesis.yosys.warnings = 5
synth_cells = 1692
yosysSeqAreaShare_pct = 8.747

[global_route]
wire_length_of_the_first_global_routing_pass_um = 73670
grt-ovfl-total = 0
initial_antenna_violation_count = 1
track_usage_pct = 20.76
grt_pass1_vias = 12808
grt_max_degree = 30

[sta]
fin_tns_setup_ns = 0
setup_viol_count_final = 0
hold_viol_final = 0
layout_setup_ws_ns = 0.6057
max_clock_freq_mhz = 84.07
unrepaired_setup_endpoints_after_global_routing = "no"
min_period_over_period_pct = 95.15
worst_slew_pin_slew_ns = 0.8431
fin_crit_ns = 11.89
clock_skew_ns = 0.006583
slew_headroom_pct = 42.34
drv_slew = 0
final.hold.worst_slack_ns = 0.5695

[hold_path]
hold-path-endpoint = "counter_boom.count_in[5]"
hold-path-cell-count = 2
worst_hold_startpoint = "counter_boom.count_in[5]"
hp-class = "reg2reg"

[floorplan]
floorplan.die_area_um2 = 45860
design.portCount = 197
fp_util_pct = 30.47
core.rowCount = 77
core_region_area_um2 = 44320
chipWidth_um = 214.2
die_h_um = 214.2

[critical_path]
timing.setup.critical_path_class = "in2out"
slowest_cell_on_the_critical_path = "sky130_fd_sc_hd__or4_1"
critical_path.startpoint_type = "input pin"
timing.critical_path.cells = "clkdlybuf4s50_1, inv_1, fa_1, inv_1, ha_1, and2_1, a221oi_2, a21oi_1, or4_1, nand2_1, or2_0, inv_1, ha_1, nand4_1, or4_1, or3_1, nor3b_1, nand3b_1, o32ai_2, a21oi_1, a211oi_2, clkdlybuf4s50_1"
worst_setup_end_kind = "output port"
critPathArrivalTime_ns = 9.39
worst-r2r-cell-count = 16
critPathMostFrequentCell = "sky130_fd_sc_hd__inv_1"
timing.critical_path.slowest_cell_delay_ns = 0.58
critical_path_peak_fanout = 7
path_depth = 22
critical_path.reg2reg.endpoint = "X_Step_before[1]"
required_ns = 10.00
worst_r2r_startpoint = "left[1]"
critPathTopFamily = "simple AND/OR/NAND/NOR gates"
path_buffers = 5
r2r_setup_slack_ns = 7.19

[cells_and_area]
finish.instance_area_um2 = 16120
area_growth_syn_to_layout_pct = 19.38
drive_above_1_share_pct = 4.816

[place]
detailedPlace.worstSlack_ns = 0.6771
place_congestion = 0.9543
dpl.hpwl_um = 39100
numPortBuffers = 186
placedInstanceArea_um2 = 15820

[routing]
dr_wl_met3_um = 3166
via_count = 13064
drt-total-wl_um = 46750
wl_per_cell_um = 19.16
vias_per_cell = 5.354
firstDrtPassIters = 5
route.antenna.remaining_nets = 0
dr.first_iter.drc_count = 952
post-route-drc-count = 0
routedLengthMet1_um = 22230
top_layer_used = "met5"
num_antenna_cells = 0
wl_met2_um = 20300

[flow_run]
log.warning_count = 43
max-cap-violations = 0
[power groups by stage]
stage | combinational (uW) | sequential (uW) | clock (uW)
CTS | 3800 | 386 | 255
global route | 4280 | 399 | 261
finish | 3820 | 385 | 250
[flip-flops by register name, indices dropped and copies added (netlist names)]
name and cells:
X_Step_before 4, opponent_top_before 10, top 10, left 10, counter_boom.count_in 10, opponent_left_before 10
state 3
[cell families after synthesis]
| group | after synthesis | share of synthesized area, % |
|---|---|---|
| flops | 57 | 8.747 |
| fa+ha+maj | 285 | 27.52 |
| simple gates | 504 | 20.39 |
| other cells | 2 | 0.05562 |
| buf+inv | 213 | 7.274 |
| xor+xnor | 182 | 12.17 |
| compound gates | 424 | 21.96 |
| mux | 25 | 1.881 |
[metal layers]
layer	up-vias	global-route usage [%]
met1	6089	30.61
met4	2	4.048
met3	59	3.609
met2	429	32.02
li1	6485	-
met5	-	0
[final cells by class]
class | count | area (um2)
well taps | 592 | 740.7
fillers | 4533 | 28200
inverters | 145 | 559.3
multi-input cells | 1430 | 11370
repair buffers | 200 | 1967
clock inverters | 7 | 71.32
clock buffers | 9 | 225.2
flip-flops and latches | 57 | 1181
[per-stage QoR]
| step | power, uW | utilization, % | std cells |
|---|---|---|---|
| finish | 4452 | 36.37 | 2440 |
| global route | 4942 | 36.37 | 2440 |
| CTS | 4445 | 36.37 | 2440 |
| detailed placement | 4170 | 35.70 | 2424 |
| global placement | 4143 | 35.70 | 2424 |
| floorplan | 3041 | - | 1700 |
[cell usage in the layout (no fill, tap or decap), types with 6 or more instances in the layout]
cell	n
sky130_fd_sc_hd__nor4_1	16
sky130_fd_sc_hd__nor2b_1	30
sky130_fd_sc_hd__o21ai_0	62
sky130_fd_sc_hd__o21a_1	22
sky130_fd_sc_hd__a211o_1	10
sky130_fd_sc_hd__and3_1	15
sky130_fd_sc_hd__nand3_1	57
sky130_fd_sc_hd__clkdlybuf4s50_1	186
sky130_fd_sc_hd__xor2_1	44
sky130_fd_sc_hd__a21oi_1	110
sky130_fd_sc_hd__buf_4	14
sky130_fd_sc_hd__nand2_1	86
sky130_fd_sc_hd__or3_1	12
sky130_fd_sc_hd__clkbuf_16	9
sky130_fd_sc_hd__nand4_1	52
sky130_fd_sc_hd__a32oi_1	7
sky130_fd_sc_hd__xnor2_1	134
sky130_fd_sc_hd__nor3_1	52
sky130_fd_sc_hd__nor4b_1	6
sky130_fd_sc_hd__conb_1	10
sky130_fd_sc_hd__nor2_1	90
sky130_fd_sc_hd__dfxtp_1	53
sky130_fd_sc_hd__nor3b_1	9
sky130_fd_sc_hd__ha_1	265
sky130_fd_sc_hd__fa_1	20
sky130_fd_sc_hd__a211oi_1	23
sky130_fd_sc_hd__a21o_1	72
sky130_fd_sc_hd__o211ai_1	17
sky130_fd_sc_hd__a31oi_1	12
sky130_fd_sc_hd__nand2b_1	18
sky130_fd_sc_hd__or2_2	9
sky130_fd_sc_hd__inv_1	134
sky130_fd_sc_hd__and2_1	9
sky130_fd_sc_hd__mux2i_1	22
sky130_fd_sc_hd__nand3b_1	6
sky130_fd_sc_hd__o21bai_1	12
[Yosys cell counts, drive strengths merged (7+ instances only)]
cell / n / area, um2
o21ai: 62 / 310.3
a211o: 10 / 87.58
mux2i: 22 / 220.2
xor2: 44 / 385.4
or2: 13 / 83.83
inv: 143 / 546.8
nand2b: 18 / 112.6
fa: 20 / 400.4
or3: 12 / 75.07
buf: 53 / 366.6
a221oi: 10 / 130.1
and3: 15 / 93.84
nand2: 88 / 335.3
nor3: 55 / 296.5
nand4: 52 / 325.3
nor2b: 30 / 187.7
nand3: 57 / 285.3
o21a: 23 / 180.2
and2: 9 / 56.30
clkbuf: 15 / 56.30
nor2: 90 / 337.8
a32oi: 7 / 61.31
ha: 265 / 3316
xnor2: 135 / 1190
a21o: 72 / 540.5
nor3b: 11 / 87.58
o21bai: 12 / 90.09
a31oi: 12 / 75.07
nand3b: 7 / 65.06
a211oi: 25 / 197.7
a21oi: 110 / 550.5
o211ai: 19 / 152.6
a311oi: 7 / 73.82
dfxtp: 53 / 1061
nor4: 19 / 155.2
[how the worst max path moves through the flow]
stage	from	to	slack [ns]
4_1_cts	opponent_top[4]	bomb_color[7]	0.64
6_report	opponent_top[4]	bomb_color[7]	0.61
5_1_grt	opponent_top[4]	bomb_color[7]	0.21
[worst reg2reg max path, delay by kind of cell, from the launching register on]
family / cells / cell delay (ns)
xor+xnor: 1 / 0.33
compound gates: 5 / 1.77
simple gates: 6 / 0.94
buf+inv: 2 / 0.55
fa+ha+maj: 2 / 0.74
flops: 1 / 0.65
Power figures rest on the tool's default switching activity, not on a simulated workload.
