**./config.mk**
```make
export PLATFORM = sky130hd
export DESIGN_NAME = keycode_reader
export DESIGN_NICKNAME = keycode_reader
export VERILOG_FILES = /design/flow/design.v
export SDC_FILE = /design/flow/constraint.sdc
export NUM_CORES = 4
export LEC_CHECK = 1
export CORE_AREA = 10 10 105 105
export DIE_AREA = 0 0 115 115
```
**./constraint.sdc**
```tcl
current_design keycode_reader

set clk_period 2.0
set clk_io_pct 0.2

create_clock -name clk0 -period $clk_period

set non_clock_inputs [all_inputs -no_clocks]
set_input_delay [expr $clk_period * $clk_io_pct] -clock clk0 $non_clock_inputs
set_output_delay [expr $clk_period * $clk_io_pct] -clock clk0 [all_outputs]
```
**./design.v**
```verilog
module keycode_reader(input [47:0] keycode,
							 output logic press_w, press_a, press_d, press_s, press_j, press_k, press_l, press_u,
							 output logic press_up, press_left, press_down, press_right, press_1, press_2, press_3, press_4
							 );
	assign press_w = (keycode[47:40] == 8'h1A) || (keycode[39:32] == 8'h1A) || (keycode[31:24] == 8'h1A) || (keycode[23:16] == 8'h1A) || (keycode[15:8] == 8'h1A) || (keycode[7:0] == 8'h1A);
	assign press_a = (keycode[47:40] == 8'h04) || (keycode[39:32] == 8'h04) || (keycode[31:24] == 8'h04) || (keycode[23:16] == 8'h04) || (keycode[15:8] == 8'h04) || (keycode[7:0] == 8'h04);
	assign press_d = (keycode[47:40] == 8'h07) || (keycode[39:32] == 8'h07) || (keycode[31:24] == 8'h07) || (keycode[23:16] == 8'h07) || (keycode[15:8] == 8'h07) || (keycode[7:0] == 8'h07);
	assign press_s = (keycode[47:40] == 8'h16) || (keycode[39:32] == 8'h16) || (keycode[31:24] == 8'h16) || (keycode[23:16] == 8'h16) || (keycode[15:8] == 8'h16) || (keycode[7:0] == 8'h16);
	assign press_j = (keycode[47:40] == 8'h0D) || (keycode[39:32] == 8'h0D) || (keycode[31:24] == 8'h0D) || (keycode[23:16] == 8'h0D) || (keycode[15:8] == 8'h0D) || (keycode[7:0] == 8'h0D);
	assign press_k = (keycode[47:40] == 8'h0E) || (keycode[39:32] == 8'h0E) || (keycode[31:24] == 8'h0E) || (keycode[23:16] == 8'h0E) || (keycode[15:8] == 8'h0E) || (keycode[7:0] == 8'h0E);
	assign press_l = (keycode[47:40] == 8'h0F) || (keycode[39:32] == 8'h0F) || (keycode[31:24] == 8'h0F) || (keycode[23:16] == 8'h0F) || (keycode[15:8] == 8'h0F) || (keycode[7:0] == 8'h0F);
	assign press_u = (keycode[47:40] == 8'h0C) || (keycode[39:32] == 8'h0C) || (keycode[31:24] == 8'h0C) || (keycode[23:16] == 8'h0C)|| (keycode[15:8] == 8'h0C) || (keycode[7:0] == 8'h0C);
	assign press_up = (keycode[47:40] == 8'h52) || (keycode[39:32] == 8'h52) || (keycode[31:24] == 8'h52) || (keycode[23:16] == 8'h52) || (keycode[15:8] == 8'h52) || (keycode[7:0] == 8'h52);
	assign press_left = (keycode[47:40] == 8'h50) || (keycode[39:32] == 8'h50) || (keycode[31:24] == 8'h50) || (keycode[23:16] == 8'h50)|| (keycode[15:8] == 8'h50) || (keycode[7:0] == 8'h50);
	assign press_right = (keycode[47:40] == 8'h4f) || (keycode[39:32] == 8'h4f) || (keycode[31:24] == 8'h4f) || (keycode[23:16] == 8'h4f) || (keycode[15:8] == 8'h4f) || (keycode[7:0] == 8'h4f);
	assign press_down = (keycode[47:40] == 8'h51) || (keycode[39:32] == 8'h51) || (keycode[31:24] == 8'h51) || (keycode[23:16] == 8'h51) || (keycode[15:8] == 8'h51) || (keycode[7:0] == 8'h51);
	assign press_1 = (keycode[47:40] == 8'h59) || (keycode[39:32] == 8'h59) || (keycode[31:24] == 8'h59) || (keycode[23:16] == 8'h59)|| (keycode[15:8] == 8'h59) || (keycode[7:0] == 8'h59);
	assign press_2 = (keycode[47:40] == 8'h5A) || (keycode[39:32] == 8'h5A) || (keycode[31:24] == 8'h5A) || (keycode[23:16] == 8'h5A)|| (keycode[15:8] == 8'h5A) || (keycode[7:0] == 8'h5A);
	assign press_3 = (keycode[47:40] == 8'h5B) || (keycode[39:32] == 8'h5B) || (keycode[31:24] == 8'h5B) || (keycode[23:16] == 8'h5B)|| (keycode[15:8] == 8'h5B) || (keycode[7:0] == 8'h5B);
	assign press_4 = (keycode[47:40] == 8'h5D) || (keycode[39:32] == 8'h5D) || (keycode[31:24] == 8'h5D) || (keycode[23:16] == 8'h5D)|| (keycode[15:8] == 8'h5D) || (keycode[7:0] == 8'h5D);
endmodule
```
**./run.sh**
```bash
#!/bin/bash
# OpenROAD 26Q1-2900-gdf79404cd8, Yosys 0.63+post, stock flow scripts
make -C /OpenROAD-flow-scripts/flow DESIGN_CONFIG=/design/flow/config.mk WORK_HOME=/design/flow/orfs finish
```
==> out/README.md <==
| Result | Reported | Unit |
| --- | --- | --- |
| Total cell area reported by yosys after synthesis | 1280 | sq um |
| Critical path arrival | 1900 | ps |
| Placer Congestion | 0.880 | - |
| Cell count listed in synth_stat.txt | 200 | - |
| Classification of the worst-slack hold path | in -> out | - |
| Post-layout period usage | 1.15 | - |
| Type of origin of the critical path | input pin | - |
| Number of hold-repair buffers added at the cts stage | 0 | - |
| Total of endpoints with negative setup slack in the final report | 15 | - |
| Registers | 0 | - |
| Headroom to the max-slew limit | 0.703 | - |
| Internal power | 0.264 | mW |
| Largest net degree at the start of global routing | 9 | - |
| Initial antenna violation count | 0 | - |
| Placement row count | 34 | - |
| Static leakage | 1.54 | nW |
| Total length of routed wires | 8.09 | mm |
| Sum Neg Setup Slack | -1950 | ps |
| Fraction of layout cells with a size suffix above 1 | 0.676 | - |
| Remaining antenna violation count after routing | 0 | - |
| Slew at the pin with the worst max-slew slack | 446 | ps |
| Placeable core region | 8760 | sq um |
| Cell-by-cell trace of the critical path | buf_6 -> or3_4 -> or3_4 -> buf_6 -> o31a_2 -> o2111ai_2 -> buf_2 | - |
| Synthesized netlist cell count | 200 | - |
| Worst path slowest cell | or3_4 | - |
| Number of global-route vias before repair | 2511 | - |
| Part of the Yosys area used for sequential elements | 0 | - |
| Crit-path max cell delay | 400 | ps |
| Wirelength per Cell | 16.3 | um |
| Count of routing violations after the opening detailed-route iteration | 118 | - |
| Syn avg cell area | 6.38 | sq um |
| Initial cell density of the core | 0.146 | - |
| Final hold viol count | 0 | - |
| Horizontal die dimension | 115 | um |
| Power spent charging and discharging nets | 0.220 | mW |
| Area of the die | 13200 | sq um |
| Number of buffers inserted by port buffering | 64 | - |
| Wire length of the first global-routing pass | 12.8 | mm |
| Post-placement setup slack | -945 | ps |
| Power share of the sequential group | 0 | - |
| # clk buffers | 0 | - |
| Least setup slack across all paths after layout | -301 | ps |
| Portion of total power attributed to the clock network | 0 | - |
| Total of max-cap violations | 0 | - |
| Number of antenna cells inserted | 0 | - |
| Dpl hpwl | 6.41 | mm |
| Buffers and inverters on the worst path | 3 | - |
| Via/cell ratio | 4.87 | - |
| GR Overflow Total | 0 | - |
| Failing checks | setup timing | - |
| Synth warnings | 0 | - |
| Total global-route track usage | 0.118 | - |
| Worst Path Class, Setup | in -> out | - |
| Unique masters post-synth | 45 | - |
| I/O pin cnt | 64 | - |
| Switching share of power | 0.454 | - |
| Number of warnings the tools reported | 34 | - |
| Peak supply drop | 0.0000670 | V |
| Worst setup EP type | output port | - |
| RSZ-0062 raised after global routing | true | - |
| Cell class contributing the biggest share of worst-path delay | simple AND/OR/NAND/NOR gates | - |
| Fin. max-slew vios | 0 | - |
| Die extent in y | 115 | um |
| DRC violations left | 0 | - |
| Number of vias after detailed routing | 2419 | - |
| Cell area power density | 136 | nW/um^2 |
| Run status | finished with violations | - |
| Pre-antenna DRT Iters | 4 | - |
| Clock period minus worst slack | 2300 | ps |
| Critical path required time | 1600 | ps |
| Crit-path max FO | 3 | - |
| Highest clock frequency the design can meet | 435 | MHz |
| Area growth syn-to-layout | 179 | % |
| Post-Syn Area | 1280 | sq um |
| Area taken by flip-flops and latches | 0 | sq um |
| Part of the total power dissipated in combinational logic | 1.000 | - |
## through the flow
stage	power (mW)	area, sq um	hold slack, ps	utilization	std cells
after floorplan	0.100	1280	856	-	200
after global placement	0.382	2750	1980	0.314	465
after detailed placement	0.384	2750	1970	0.314	465
after CTS	0.468	3490	1330	0.398	497
after global routing	0.519	3560	1370	0.406	497
final	0.485	3560	1340	0.406	497
## layer usage
metal / routed length (um) / global-route usage / vias to the layer above
met2: 3860 / 0.198 / 73
met1: 3690 / 0.166 / 1137
met4: 65 / 0.00413 / 0
met5: 0 / 0 / -
met3: 483 / 0.0148 / 4
li1: - / - / 1205
## final cells by class
type | instances | area [sq um]
fill | 825 | 5210
multi-input combinational | 192 | 1820
inverter | 2 | 7.51
tap | 108 | 135
timing repair buffer | 195 | 1600
## repair_timing
action                                  4_1_cts  5_1_grt
buffers inserted                             35        3
endpoints found under the setup margin       16       16
pin swaps                                    56       23
gates resized                               298       20
## cells in the final DEF, fill, tap and decap left out, types with 3 or more instances in the layout
cell / n
nand2_1: 8
nor2b_2: 7
and4bb_2: 3
nor4b_2: 4
a31oi_1: 8
nor4_1: 3
nor4_4: 3
dlygate4sd2_1: 17
nand3_1: 15
nand4_1: 14
or3_4: 4
nor3_2: 3
nor3_4: 6
buf_6: 36
clkdlybuf4s15_1: 4
nor2_4: 3
nand2b_1: 9
nor2_1: 16
buf_2: 25
nor3b_2: 7
or4_4: 3
clkdlybuf4s15_2: 9
a22oi_1: 3
a21oi_1: 3
nor4_2: 4
nor2b_1: 8
nor4b_4: 3
nand2_4: 3
buf_4: 102
## worst paths after layout
check / startpoint / end / slack (ps) / depth (start not counted)
worst max-delay path: keycode[39] / press_k / -300 / 7
worst min-delay path: keycode[4] / press_s / 1340 / 5
## worst min-delay path, cell delays in order
cell,delay (ps)
buf_2,90
buf_4,120
a41oi_2,110
nand4_1,110
buf_2,110
## cell usage after synthesis (all sizes together), types with 2 or more instances
| cell type | number | share of area |
|---|---|---|
| nor2 | 21 | 0.062 |
| nand3 | 16 | 0.063 |
| nor2b | 16 | 0.078 |
| nand4 | 14 | 0.069 |
| nand2 | 13 | 0.038 |
| a31oi | 12 | 0.059 |
| nand2b | 12 | 0.059 |
| nor3 | 11 | 0.047 |
| nor4 | 10 | 0.049 |
| nor3b | 7 | 0.041 |
| nor4b | 7 | 0.048 |
| a21oi | 5 | 0.020 |
| or4 | 5 | 0.029 |
| a22oi | 4 | 0.024 |
| clkbuf | 4 | 0.020 |
| o22ai | 4 | 0.020 |
| or3 | 4 | 0.027 |
| and3 | 3 | 0.015 |
| and4bb | 3 | 0.029 |
| and3b | 2 | 0.014 |
| and4b | 2 | 0.016 |
| buf | 2 | 0.018 |
| inv | 2 | 0.0059 |
| nand4b | 2 | 0.014 |
| nand4bb | 2 | 0.018 |
## power groups by stage
stage / logic, mW / registers [mW] / clock network (mW)
6_report: 0.485 / 0 / 0
5_1_grt: 0.519 / 0 / 0
4_1_cts: 0.468 / 0 / 0
## cell families (layout without fill, tap and decap cells)
logic type             count (synthesis)  count (layout)  share of synthesized area
buffers and inverters                  8             197                     0.0431
AOI/OAI and AO/OA                     37              37                      0.204
and+or+nand+nor                      155             155                      0.753
No activity file was given, so power comes from the tool's default toggle rates.
